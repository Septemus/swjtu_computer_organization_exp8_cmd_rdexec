$ cat design/flow/config.mk
export PLATFORM = sky130hd
export DESIGN_NAME = exp4
export DESIGN_NICKNAME = exp4
export VERILOG_FILES = /design/flow/design.v
export SDC_FILE = /design/flow/constraint.sdc
export NUM_CORES = 4
export LEC_CHECK = 1
export CORE_AREA = 10 10 95 95
export DIE_AREA = 0 0 105 105
$ cat design/flow/constraint.sdc
current_design exp4

set clk_period 3.2
set clk_io_pct 0.2

create_clock -name clk0 -period $clk_period [get_ports {clk}]

set non_clock_inputs [all_inputs -no_clocks]
set_input_delay [expr $clk_period * $clk_io_pct] -clock clk0 $non_clock_inputs
set_output_delay [expr $clk_period * $clk_io_pct] -clock clk0 [all_outputs]
$ cat design/flow/design.v
module exp4(
	input clk,
	input [2:0]S,
	input cin,
	input [15:0] operators,
	output exceed,
	output [15:0] ans,
	output [7:0] X,
	output [7:0] Y,
	output [7:0] alu_res
);
midware mw(operators,X,Y,clk);
assign alu_res=ans[7:0];
manipulate man(clk,S,X,Y,cin,ans,exceed);
endmodule
module manipulate(
	input clk,
	input [2:0]S,
	input [7:0]X,
	input [7:0]Y,
	input cin,
	output reg[15:0]ans,
	output reg exceed
	);
	initial
	begin
		ans<=8'h00;
	end
	always@(posedge clk)
	begin
			case(S)
				3'b000:ans<=16'b0000_0000_0000_0000;
				3'b001:ans<={8'b0000_0000,X&Y};
				3'b010:ans<={8'b0000_0000,X|Y};
				3'b011:ans<={8'b0000_0000,X^Y};
				3'b100:
				begin 
					ans<=X+Y+(cin?1'b0:1'b1);
				end
				3'b101:ans<={8'b0000_0000,X[6:0],1'b0};
				3'b110:ans<={8'b0000_0000,1'b0,X[7:1]};
				3'b111:ans<={8'b0000_0000,((X>>7)&1)?1:0,X[7:1]};
			endcase
	end
	always@(posedge clk)
	begin
		if(S==3'b100)
		begin
			if( ans[8]^ans[7] ) exceed<=1;
			else exceed<=0;
		end
		else exceed<=0;
	end
endmodule
module midware(
	input [15:0]key_out,
	output reg [7:0] X,
	output reg [7:0] Y,
	input clk
);
	always@(posedge clk)
	begin
		X<=key_out[15:8];
		Y<=key_out[7:0];
	end
endmodule
$ cat design/flow/run.sh
#!/bin/bash
# OpenROAD 26Q1-2900-gdf79404cd8, Yosys 0.63+post, stock flow scripts
make -C /OpenROAD-flow-scripts/flow DESIGN_CONFIG=/design/flow/config.mk WORK_HOME=/design/flow/orfs finish
==> reports/qor.csv <==
stage,metric,value,unit
place,io_buffers,55,
floorplanning,chipArea,11000,µm²
power,pwr_density_cell,359,nW/µm²
clock_tree,post-cts-setup-buffers,0,
clock_tree,holdBufCountCts,0,
routing,drt-wirelength-per-cell,12.6,µm
worst_setup_path,category_of_cells_accounting_for_the_largest_share_of_critical_path_delay,adder cells,
worst_setup_path,timing.critical_path.slowest_cell_delay,0.43,ns
global_routing,antenna_violations_before_repair,0,
place,place.detailed.hpwl,3.56,mm
global_routing,first_global_vias,1414,
worst_setup_path,worst_path_max_delay_cell,fa_1,
worst_setup_path,worst_ep_required_time,3.40,ns
synth,yosys.cell_count.top_type,dfxtp_1,
floorplanning,die_h,105,µm
routing,post_drt_via_cell_ratio,4.14,
global_routing,pin_count_of_the_biggest_net_entering_global_routing,21,
clock_tree,clkSinkCount,27,
synth,netlist.area_leader.share,30.0,%
synth,synth_top_flop_cell,dfxtp_1,
synth,synth.avg_cell_area,8.88,µm²
flow_run,tool_warnings,33,
worst_setup_path,critical_path_class,flop to flop,
final_timing,fin_crit,2.30,ns
final_timing,number_of_pins_exceeding_their_max_slew_limit_in_the_final_report,0,
synth,netlist_top_cells_area,"dfxtp_1 30%, ha_1 12%, buf_4 5.8%",
power,leakage,0.00104,µW
floorplanning,core_area,6910,µm²
clock_tree,cts_repair_resize_count,0,
routing,drc,0,
routing,drt_first_pass_iters,4,
global_routing,overflow,0,
power,finalPower,854,µW
layout,layout.cell_area.non_filler,2380,µm²
clock_tree,cts-root-to-sink-buffers,2,
clock_tree,tritoncts.num_buffers,3,
floorplanning,die_x,105,µm
place,place.gp.congestion,0.813,
layout,synthToLayoutAreaGrowth,31.8,%
final_timing,timing.fmax,436,MHz
worst_setup_path,cp_cell_sequence,"ha_1, fa_1, a211oi_2, nor2_2, xnor2_2, nand3_2, xnor3_1, o221ai_2",
routing,routed_wire_length,4.32,mm
global_routing,global_route.usage.total,7.46,%
worst_setup_path,critPathArrivalTime,2.50,ns
final_timing,rsz0062_at_grt,false,
power,power.ir.vdd_worst,160,µV
clock_tree,clk_transition_reported_paths,0.10,ns
final_timing,whs,0.540,ns
synth,synth.yosys.chip_area,1800,µm²
worst_setup_path,worstSetupStartpointType,flop,
flow_run,cap_viol_max_count,0,
routing,ant_nets,0,
synth,synth.distinct_cells,47,
synth,yosys_cells,203,
synth,top_cells_by_count,"27 x dfxtp_1, 22 x inv_1, 18 x ha_1, 17 x a21oi_1",
synth,synth-edff-count,0,
final_timing,final.period_utilization,71.7,%
final_timing,timing.final.hold_violations,0,
layout,post_route_cells_drive_above_1_share,7.69,%
synth,synth-async-reset-ratio,0,%
hold_path,worst_hold_path_type,flop to flop,
worst_setup_path,crit_fanout,5,
routing,detailedRoute.firstIterationViolations,134,
final_timing,setup-violations-final,0,
routing,insertedDiodeCount,0,
place,placement.cell_area,2330,µm²
synth,synth-seq-cells,27,
clock_tree,cts_root_buf,clkbuf_8,
clock_tree,tritoncts,built,
floorplanning,num_io_pins,62,
floorplanning,core_util_floorplan,26.1,%
synth,yosys.area.top_type,dfxtp_1,
synth,syn-cell-area,1800,µm²
worst_setup_path,timing.critical_path.to_type,flop,
clock_tree,clk_latency,0.27,ns
synth,mapped_cells,203,
clock_tree,cts_htree_levels,1,
final_timing,setup-tns-final,0,ns
layout,fillers,729,
status,status,completed,
global_routing,grt_first_pass_wirelength,7.02,mm
final_timing,worst_clk_skew,0.00287,ns
floorplanning,placement_rows,30,
synth,postSynthSeqShare,30.0,%
routing,number_of_vias_in_the_routed_layout,1419,
worst_setup_path,cp_num_buf_inv,0,
synth,ys.warnings.count,2,
worst_setup_path,r2r_slack,0.90,ns
[stage by stage]
stage          utilization (%)  instances  setup slack (ns)
2_1_floorplan                -        208              1.06
3_3_place_gp              33.7        339             0.880
3_5_place_dp              33.7        339             0.865
4_1_cts                   34.4        343             0.894
5_1_grt                   34.4        343             0.753
6_report                  34.4        343             0.905
[per-layer routing]
layer	vias to the layer above	track usage, %	share of wire, %
met3	2	1.93	6.0
met5	-	0	0
met1	623	10.4	48
li1	758	-	-
met2	36	11.7	45
met4	0	1.08	0.97
[sequential cells by signal, summed over array words and instances, names as in the netlist]
register,flops
man.ans,10
mw.X,8
mw.Y,8
man.exceed,1
[cell families (layout without fill, tap and decap cells)]
logic type / Yosys count / in the layout / synth area share, %
buffers and inverters: 45 / 84 / 14.8
DFF: 27 / 27 / 30.0
and+or+nand+nor: 44 / 44 / 12.7
AOI/OAI and AO/OA: 47 / 47 / 17.2
adders and majority gates: 19 / 19 / 13.6
other: 1 / 6 / 0.208
muxes: 8 / 8 / 4.44
xor gates and xnor gates: 12 / 12 / 7.01
[cell usage in the layout, fill, tap and decap left out, drive strengths merged, types with 2 or more instances in the layout]
cell type / n
a211oi: 2
a21oi: 17
a221oi: 3
and3: 4
buf: 3
clkbuf: 3
clkdlybuf4s50: 55
conb: 6
dfxtp: 27
ha: 18
inv: 22
mux2i: 8
nand2: 8
nand3: 4
nor2: 16
nor2b: 3
nor3: 2
o21ai: 10
o22ai: 5
o31ai: 2
or3: 2
xnor2: 8
xor2: 3
[tightest hold or removal path: stages, from the launching register on]
cell	delay [ns]
dfxtp_1	0.34
xnor2_1	0.13
nor2_1	0.03
[path summary, 6_finish.rpt]
path,from,endpoint,cells after the start
worst max register to register,mw.X[0]$_DFF_P_,man.ans[6]$_DFF_P_,8
worst min register to register,man.ans[8]$_DFF_P_,man.exceed$_SDFF_PN0_,2
worst max-delay path,mw.X[0]$_DFF_P_,man.ans[6]$_DFF_P_,8
worst min-delay path,man.ans[8]$_DFF_P_,man.exceed$_SDFF_PN0_,2
[power by group]
group          switching (µW)  total, µW  internal (µW)
sequential               18.9        380            361
combinational             113        272            160
clock                     114        202           87.5
total                     246        854            608
[cell type report]
type | instances | area (µm²) | share of cell area [%]
clock buffer | 3 | 41.3 | 1.74
clock inverter | 1 | 5.00 | 0.211
inverter | 22 | 82.6 | 3.48
multi-input combinational | 136 | 1010 | 42.7
sequential | 27 | 541 | 22.7
tap | 96 | 120 | 5.06
timing repair buffer | 58 | 573 | 24.1
Power figures rest on the tool's default switching activity, not on a simulated workload.
