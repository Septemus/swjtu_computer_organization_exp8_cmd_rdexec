==> ./run.sh <==
#!/bin/bash
# OpenROAD 26Q1-2900-gdf79404cd8, Yosys 0.63+post, stock flow scripts
make -C /OpenROAD-flow-scripts/flow DESIGN_CONFIG=/design/flow/config.mk WORK_HOME=/design/flow/orfs finish
==> ./design.v <==
module exp5(
	input clk,
	input [1:0]RA,
	input wr,
	input rd,
	input [1:0]M,
	input clr,
	input manual_plus,
	input [7:0] key_out,
	input [7:0] res_alu,
	input [1:0] res_dest,
	input enact,
	output [7:0] R0,
	output [7:0] R1,
	output [7:0] R2,
	output [7:0] R3,
	output [7:0] PC
);
	wire [7:0] DATA_INPUT;
	assign DATA_INPUT=key_out;
	pc_function pf  (clk,clr,manual_plus,PC);
	reg_function rf (clk,wr,rd,RA,DATA_INPUT,R0,R1,R2,R3,res_alu,res_dest,enact);
endmodule
module pc_function(input clk,input pc_clr,input manual_plus,output reg[7:0]PC
);
parameter   S1 = 2'b00,		 
            S2 = 2'b01,		 
            S3 = 2'b10,		 
            S4 = 2'b11;		 
reg en_counter;	 
reg [19:0] cnt;	 
reg cnt_full;
always@(posedge clk or negedge pc_clr)
	begin
		if(!pc_clr)
			cnt <= 0;
		else if(en_counter)
			cnt <= cnt + 1'b1;
		else 
			cnt <= 0;
	end
always@(posedge clk or negedge pc_clr)	 
begin
	if(!pc_clr)
		cnt_full <= 1'b0;
	else if(cnt == 20'd10000)	
		cnt_full <= 1'b1;
	else 
		cnt_full <= 1'b0;
end
reg key_tmp0,key_tmp1;
always@(posedge clk or negedge pc_clr)
	begin
		if(!pc_clr)
			begin
				key_tmp0 <= 1'b1;
				key_tmp1 <= 1'b1;
			end
		else
			begin
				key_tmp0 <= manual_plus;		 
				key_tmp1 <= key_tmp0;	
			end
	end
wire pedge,nedge;
assign nedge = (!key_tmp0) & key_tmp1;         
assign pedge = key_tmp0 & (!key_tmp1);         
reg [1:0] state;
reg key_flag;		 
reg key_state;		 
always@(posedge clk or negedge pc_clr)
	begin
		if(!pc_clr)
			begin
				state      <= S1; 
				en_counter <= 1'b0;	 
				key_state  <= 1'b1;	 
				key_flag   <= 1'b0;
			end
		else 
			begin
				case(state)
					S1:	 
						begin
							key_flag   <= 1'b0;	 
							key_state  <= 1'b1;	 
							en_counter <= 1'b0;	 
							if(nedge)	 
								begin
									state      <= S2;
									en_counter <= 1'b1;	 
								end
							else 
								state <= state;	 
						end
					S2:	 
						if(cnt_full)	 
							begin
								state      <= S3;
								en_counter <= 1'b0;	 
								key_flag   <= 1'b1;	 
								key_state  <= 1'b0;	 
							end
						else if(pedge)	 
							begin
								en_counter <= 1'b0;	 
								state      <= S1;
							end
						else 
							state <= state;	 
					S3:	 
						begin
							key_flag <= 1'b0;	 
							if(pedge)	 
								begin
									state      <= S4;
									en_counter <= 1'b1;	 
								end
							else 
								state <= state;	 
						end
					S4:	 
						if(cnt_full)
							begin
								state     <= S1;
								key_state <= 1'b1;
							end
						else 
							if(nedge)
								begin
									en_counter <= 1'b0;	 
									state      <= S3;					 		
								end 
							else 
								state <= state;	 
					default:
						state <= S1;
					endcase
			end
	end
always@(posedge key_flag,negedge pc_clr)
	begin
	if(!pc_clr)
		PC <= 0;
	else
		PC<=PC+1;
	end
endmodule
module reg_function(
	input clk,
	input wr,
	input rd,
	input [1:0] RA,
	input [7:0] DATA_INPUT,
	output reg[7:0]R0,
	output reg[7:0]R1,
	output reg[7:0]R2,
	output reg[7:0]R3,
	input [7:0] res_alu,
	input [1:0] res_dest,
	input enact
);
always@(negedge clk)
	begin
		if(res_dest==2'b00&&!enact)
					begin
						R0<=res_alu;
					end
		else if(res_dest==2'b01&&!enact)
					begin
						R1<=res_alu;
					end
		else if(res_dest==2'b10&&!enact)
					begin
						R2<=res_alu;
					end
		else if(res_dest==2'b11&&!enact)
					begin
						R3<=res_alu;
					end
		else 
		begin
			case(RA)
					2'b00:
					begin
						if(wr==0&&rd==1)
						begin
							R0<=DATA_INPUT;
						end
						else if(wr==1&&rd==1)
						begin
							R0<=res_alu;
						end
					end
					2'b01:
					begin
						if(wr==0&&rd==1)
						begin
							R1<=DATA_INPUT;
						end
						else if(wr==1&&rd==1)
						begin
							R1<=res_alu;
						end
					end
					2'b10:
					begin
						if(wr==0&&rd==1)
						begin
							R2<=DATA_INPUT;
						end
						else if(wr==1&&rd==1)
						begin
							R2<=res_alu;
						end
					end
					2'b11:
					begin
						if(wr==0&&rd==1)
						begin
							R3<=DATA_INPUT;
						end
						else if(wr==1&&rd==1)
						begin
							R3<=res_alu;
						end
					end
				endcase
			end
	end
	endmodule
==> ./config.mk <==
export PLATFORM = sky130hd
export DESIGN_NAME = exp5
export DESIGN_NICKNAME = exp5
export VERILOG_FILES = /design/flow/design.v
export SDC_FILE = /design/flow/constraint.sdc
export NUM_CORES = 4
export LEC_CHECK = 1
export CORE_UTILIZATION = 40
==> ./constraint.sdc <==
current_design exp5

set clk_period 3.0
set clk_io_pct 0.2

create_clock -name clk0 -period $clk_period [get_ports {clk}]

set non_clock_inputs [all_inputs -no_clocks]
set_input_delay [expr $clk_period * $clk_io_pct] -clock clk0 $non_clock_inputs
set_output_delay [expr $clk_period * $clk_io_pct] -clock clk0 [all_outputs]
==> GITHUB_STEP_SUMMARY <==
## Implementation flow summary

| Metric | Value |
|---|---|
| Synth-to-layout area growth | `39.1%` |
| Critical Path Source | `enact` |
| IO Count | `68` |
| Metal3 WL | `436 µm` |
| Die span in y | `92.0 µm` |
| Yosys Chip Area | `3240 µm²` |
| Worst Setup End Kind | `flip-flop` |
| Flops after synth | `69` |
| Max Used Layer | `met4` |
| Mapped Area | `3240 µm²` |
| Vias per cell | `4.96` |
| GR Overflow Total | `0` |
| # setup viols final | `0` |
| Hold slack | `412 ps` |
| N_diodes | `0` |
| Slew headroom | `0.681` |
| Root buffer cell | `clkbuf_8` |
| Asr flop ratio synth | `0.536` |
| Register pins left without a clock | `8` |
| CTS Buffer Depth | `2` |
| Critical path arrival | `1610 ps` |
| Syn Inst Count | `256` |
| Unrepaired setup endpoints after global routing | `yes` |
| Peak VDD IR | `0.000303 V` |
| Origin of the worst min-delay path | `pf.key_tmp0` |
| Share of layout cells above drive strength 1 | `0.320` |
| Avg WL per Cell | `14.1 µm` |
| Final Hold Vio Count | `0` |
| Overall routing resource usage | `0.182` |
| Antenna violations before repair | `0` |
| Clk_skew | `6.41 ps` |
| Startpoint types | `primary input` |
| Yosys cell count | `256` |
| Top cells by area | `edfxtp_1 30%, dfrtp_1 26%, mux2_2 10%, xnor2_1 3.0%, dfstp_2 2.4%` |
| Fin. max-slew vios | `0` |
| Largest net degree at the start of global routing | `38` |
| RD Place Congestion | `0.802` |
| CP Max Fanout | `8` |
| Non-Filler Instances | `477` |
| Vias in the first global route | `2481` |
| I/O Buffers | `65` |
| Fin area | `4500 µm²` |
| Log Warnings | `63` |
| Starting DRT DRC Count | `36` |
| Top cell area share | `0.297` |
| H-tree Lvls | `3` |
| CTS Buf Count | `9` |
| Psw | `0.000574 W` |
| Sequential Power Share | `0.468` |
| Status | `completed` |
| Max_cap viols | `0` |
| Endpoints left unconstrained | `16` |
| Core footprint | `7770 µm²` |
| Clk latency of the worst-skew pair | `340 ps` |
| Dpl cells | `429` |
| Post-synthesis cell type count | `45` |
| Post-route DRC | `0` |
| First-pass DRT Iterations | `4` |
| Worst EP required | `1620 ps` |
| Worst hold-check path type | `reg2reg` |
| CTS tree | `yes` |
| Via count | `2366` |
| Reg-to-reg slack, setup | `1350 ps` |
| Final wirelength | `6.73 mm` |
| Dpl cell area | `4270 µm²` |
| First-pass GRT wire length | `11.7 mm` |
| Slew @ Worst Pin | `478 ps` |
| Syn Area/Cell | `12.6 µm²` |
| Chip area | `8460 µm²` |
| Clock power share | `0.428` |
| Post-synth EDFFs | `32` |
| P_leak | `2.02 nW` |
| FP Rows | `32` |
| Post-route ant nets | `0` |
| Worst-path clk slew | `80 ps` |
| Internal | `0.00144 W` |
| Switching share of power | `0.285` |
| Die X | `92.0 µm` |
| Most used DFF post-synth | `dfrtp_1` |
| Comb pwr share | `0.105` |
| Kind of critical path | `in2reg` |
| Count leader, synth | `dfrtp_1` |
| Met2 Routed Length | `3.18 mm` |
| DPL Wire Length | `4.68 mm` |
| Pwr Density | `447 nW/µm²` |
| M1 WL | `3.04 mm` |
| Synth area leader | `edfxtp_1` |
| Sequential area share after synthesis | `0.584` |
| R2r startpoint | `pf.cnt[0]` |
| Most common library cells after synthesis | `34 x dfrtp_1, 32 x edfxtp_1, 30 x mux2_2, 21 x nand2_1, 18 x nor2_1` |
| Core Util at FP | `0.417` |
| Synth warn | `2` |
## worst max-delay path: stages
cell,delay [ps]
buf_2,140
buf_6,140
nor3b_4,240
nor2_4,50
buf_12,140
mux2_4,290
## cell usage in the layout (no fill, tap or decap), types with 5 or more instances in the layout
cell	count
buf_4	5
clkdlybuf4s50_1	27
nand2_1	20
xnor2_1	11
buf_2	33
mux2_4	32
a21oi_1	7
dfrtp_1	34
edfxtp_1	32
nand3_1	10
buf_12	5
nor2_1	17
clkbuf_8	9
inv_1	39
nand2b_1	5
o21ai_0	7
## cell families (layout without fill, tap and decap cells)
family          after synthesis  in the layout  share of synthesized area
flops                        69             69                      0.584
fa+ha+maj                     3              3                     0.0116
simple gates                 91             91                      0.165
buf+inv                      13            132                     0.0182
compound gates               28             28                     0.0533
xor+xnor                     15             15                     0.0406
mux                          37             37                      0.127
## path summary, 6_finish.rpt
path,endpoint,cells past startpoint
worst max-delay path,rf.R2[6],6
worst min-delay path,pf.key_tmp1,0
worst max register to register,pf.cnt[16],5
worst min register to register,pf.key_tmp1,0
max in group asynchronous,pf.key_tmp0,2
min in group asynchronous,pf.state[2],2
## power groups by stage
stage	Clock (W)	Combinational [W]	Sequential, W
global route	0.000961	0.000229	0.000944
CTS	0.000894	0.000211	0.000942
finish	0.000861	0.000211	0.000942
## metal layers
metal | GRT usage | vias up
met5 | 0 | -
met1 | 0.270 | 1127
li1 | - | 1163
met4 | 0.0404 | 0
met2 | 0.279 | 67
met3 | 0.0557 | 9
## sequential cells by signal, indices dropped and copies added (netlist names)
signal         cells
pf.cnt            20
rf.R1              8
pf.en_counter      1
rf.R0              8
pf.key_flag        1
pf.cnt_full        1
pf.PC              8
pf.key_tmp1        1
pf.key_tmp0        1
rf.R2              8
pf.state           4
rf.R3              8
## area by class of cell
type | instances | area, µm²
fillers | 647 | 3260
well taps | 102 | 128
multi-input cells | 174 | 1510
inverters | 7 | 26.3
flip-flops and latches | 69 | 1890
clock buffers | 9 | 124
repair buffers | 77 | 646
clock inverters | 39 | 184
## metrics by stage
stage,TNS (ps),setup slack (ps),utilization,power [W]
floorplan,-3000,-154,-,0.00109
global placement,-40640,-747,0.549,0.00125
detailed placement,-40570,-754,0.549,0.00125
CTS,-0.137,-0.137,0.577,0.00205
global route,-242,-48.9,0.580,0.00213
finish,0,12.5,0.580,0.00201
## repair_timing
| item | CTS | global route |
|---|---|---|
| gates resized | 128 | 4 |
| endpoints found under the setup margin | 96 | 31 |
| pin swaps | 6 | 5 |
| hold buffers | 0 | 0 |
| buffers inserted | 1 | 1 |
No activity file was given, so power comes from the tool's default toggle rates.
